$ cat flow/run.sh
#!/bin/bash
# OpenROAD 26Q1-2900-gdf79404cd8, Yosys 0.63+post, stock flow scripts
make -C /OpenROAD-flow-scripts/flow DESIGN_CONFIG=/design/flow/config.mk WORK_HOME=/design/flow/orfs finish
$ cat flow/config.mk
export PLATFORM = sky130hd
export DESIGN_NAME = SPI_wrapper
export DESIGN_NICKNAME = SPI_wrapper
export VERILOG_FILES = /design/flow/design.v
export SDC_FILE = /design/flow/constraint.sdc
export NUM_CORES = 4
export LEC_CHECK = 1
export CORE_UTILIZATION = 50
$ cat flow/constraint.sdc
current_design SPI_wrapper

set clk_period 32.3
set clk_io_pct 0.2

create_clock -name clk0 -period $clk_period [get_ports {clk}]

set non_clock_inputs [all_inputs -no_clocks]
set_input_delay [expr $clk_period * $clk_io_pct] -clock clk0 $non_clock_inputs
set_output_delay [expr $clk_period * $clk_io_pct] -clock clk0 [all_outputs]
$ cat flow/design.v
module RAM(din,rx_valid,clk,rst_n,dout,tx_valid);
parameter MEM_DEPTH=256;
parameter ADDR_SIZE=8;
input rx_valid ,clk,rst_n;
input[9:0] din;
output reg tx_valid;
output reg [7:0] dout;
reg [ADDR_SIZE-1:0] ADDR_read;  
reg [ADDR_SIZE-1:0] ADDR_write;  
reg [7:0] mem[MEM_DEPTH-1:0];  
always @(posedge clk ) begin
    if(~rst_n)
    dout<=0;
   else begin
 if(rx_valid)   begin   
   case (din[9:8])
   2'b00 : ADDR_write<=din[7:0];  
   2'b01: mem[ADDR_write]<=din[7:0];
   2'b10: begin
    ADDR_read<=din[7:0];  
       tx_valid<=0;
   end
   2'b11: begin 
    dout<=mem[ADDR_read];
    tx_valid<=1;
   end
   endcase
 end
   end
end
endmodule 
module SPI_wrapper (MOSI,MISO,SS_n,clk,rst_n); 
input MOSI,SS_n,clk,rst_n;
output  MISO;
wire rx_valid_internal ;
wire tx_valid_internal;
wire [7:0] tx_data_internal;
wire[9:0] rx_data_internal;
RAM  ram(.din(rx_data_internal),.rx_valid(rx_valid_internal),.clk(clk),.rst_n(rst_n),.dout(tx_data_internal),.tx_valid(tx_valid_internal));
SPI_Slave spi(.MOSI(MOSI),.MISO(MISO),.SS_n(SS_n),.clk(clk),.rst_n(rst_n),.rx_data(rx_data_internal),.rx_valid(rx_valid_internal)
,.tx_valid(tx_valid_internal),.tx_data(tx_data_internal));
endmodule
module SPI_Slave(MOSI,SS_n,clk,rst_n,rx_data,tx_valid,tx_data,MISO,rx_valid);
input MOSI,SS_n,clk,rst_n,tx_valid;
input [7:0] tx_data;
output reg MISO,rx_valid;
output  reg [9:0] rx_data;
parameter IDLE=3'b000;
parameter CHK_CMD=3'b001;
parameter WRITE=3'b010;
parameter READ_ADD=3'b011;
parameter  READ_DATA=3'b100;
reg ADDRESS_read;  
reg[3:0] counter_up;
reg[3:0] counter_down;
reg [9:0]  shift_reg_parallel; 
(* fsm_encoding = "sequential" *)   
reg [2:0] cs ,ns;
always@(posedge clk) begin 
    if(~rst_n)
     cs<=IDLE;
     else 
     cs<=ns;
end
always@(*) begin 
    case(cs)
    IDLE: begin 
        if(SS_n)
        ns=IDLE;
        else 
        ns=CHK_CMD;
    end
   CHK_CMD : begin 
    if (SS_n==0 && MOSI==0)
    ns =WRITE;
    else if(SS_n==0 && MOSI==1) begin 
        casex(ADDRESS_read)
        1'b0 : ns=READ_ADD;
        1'b1: ns=READ_DATA;
        1'bx: ns=READ_ADD;
        endcase
    end
   end
   WRITE: begin
     if(SS_n==0 )
     ns=WRITE;
     else begin
        ns=IDLE;
     end
   end
   READ_ADD :  begin 
    ADDRESS_read=1;
    if(SS_n==0) begin
    ns=READ_ADD;
    end
    else begin
        ns=IDLE;
    end
   end
   READ_DATA : begin 
    ADDRESS_read=0;
    if(SS_n==0)
    ns=READ_DATA;
    else begin
        ns=IDLE;
    end
   end
   default  : ns=IDLE;
    endcase
end
always @(posedge clk) begin
   case(cs)
    IDLE: rx_valid<=0;
    CHK_CMD : begin
         counter_up<=0;
         counter_down<=0;
         shift_reg_parallel<=0;
         rx_valid<=0;
    end
    WRITE , READ_ADD : begin 
        shift_reg_parallel[9-counter_up]<=MOSI;
        counter_up<=counter_up+1;
        if(counter_up==10) begin
            counter_up<=0;
            rx_data<=shift_reg_parallel;
            rx_valid<=1;
        end
    end
   READ_DATA : begin 
       MISO<=tx_data[7-counter_down];
        counter_down<=counter_down+1;
        if(counter_down==8) begin
            counter_down<=0;
        end
    end
   endcase
end
endmodule
==> run summary <==
Status: finished clean
CTS root buf: clkbuf_16
Flops after synth: 2109
Starting Density: 50.4%
Routed Antenna Nets: 0
Psw: 1050 uW
Synth async-reset ratio: 0%
Worst R2R Path Depth: 13
Hold-critical path depth: 0
Setup Viol. Count Final: 0
Area grow syn2layout: 12.0%
Routing usage on met2: 42.5%
Yosys top cell area share: 76.5%
R2R Setup Slk: 26280 ps
Post-Synthesis Cells: 4014
Largest net degree at the start of global routing: 94
Post-cts gate resize count: 0
Most frequent cells in the layout: 2094 x edfxtp_1, 425 x mux4_2, 318 x nor2_1, 249 x mux2i_1, 208 x clkbuf_16
1st-iter DRT viols: 2779
# port buffers: 4
Setup Crit Path Kind: input pin to flip-flop
Antenna Diode Count: 0
Register pins left without a clock: 4
Worst r2r src: ram.ADDR_read[0]$_DFFE_PP_
Tmin final: 9180 ps
Highest ir drop seen on vdd: 49.4 uV
Num rows: 148
Endpoints left unconstrained: 4
Placed Instances: 6111
RR Endpoint: ram.dout[1]$_SDFFE_PN0P_
Clk slew on worst S/H paths: 60 ps
Boundary Pins: 5
CTS tree: done
Tot GR Track Use: 31.3%
Seq pwr share: 54.3%
Clk pwr share: 45.5%
Chip area: 0.166 sq mm
Worst path slowest cell: clkdlybuf4s50_1
Cell Area, Synth: 0.0822 sq mm
Total Routed Length: 225000 microns
Critical Path RT: 32770 ps
CTS buffer count: 208
Die H: 407 microns
Yosys Warn Count: 4
HP Class: flip-flop to flip-flop
Grt met1 use: 40.4%
Remaining DRCs: 0
Core area: 0.163 sq mm
Longest Clk Path Bufs: 3
Number of cells in Yosys stat: 4014
CP dominant cell by count: nand2_1
Non-Filler Instances: 6505
DP Area: 0.0849 sq mm
Crit-path max FO: 9
Syn_area_per_cell: 20.5 sq um
Worst path max stage delay: 740 ps
H-tree lvl count: 4
Busiest grt layer: met2
Wire length per cell: 34.6 microns
Cell variety after synth: 62
Met3 usage in global routing: 25.5%
Final GP Congestion: 0.985
Setup Skew: 33.9 ps
Most numerous logic cell after layout: edfxtp_1
Worst-path cell chain: clkdlybuf4s50_1 > nand2_1 > nor3b_1 > nand2_1 > nor2_1 > nand2_1 > buf_4 > nor2_1
Yosys stat area: 0.0822 sq mm
Post-synth EDFFs: 2094
Post-CTS Setup Bufs: 0
Switching share of power: 19.4%
Int Power: 4390 uW
Vias per cell: 6.29
Hold Vio Cnt, Final: 0
Hold Path End: spi.rx_data[6]$_DFFE_PP_
Setup TNS: 0 ps
Kind of end point of the critical path: flip-flop
RSZ-0062 raised after global routing: no
Worst rel slew slack: 28.7%
1st-pass router iterations: 6
Hpwl dp: 142000 microns
Ys flop type: edfxtp_1
DR vias: 40945
Leak: 0.0288 uW
Layout cell share with drive strength beyond 1: 21.3%
Yosys top cell by area: edfxtp_1
Vias in the first global route: 45853
Final period util: 28.4%
Startpoint types: input pin
Design area: 0.0920 sq mm
First-pass GRT wire length: 323000 microns
Max Clk Rate: 109 MHz
Total of max-cap violations: 0
Max Slew Vio Count: 0
Congestion Overflow GR: 0
Least-Margin Pin Slew: 1070 ps
Antenna violations before repair: 5
Post-CTS Hold Buffers: 0
OpenROAD warning count: 32
Combinational share of power: 0.2%
Total chip power: 5450 uW
Hold_sp: spi.shift_reg_parallel[6]$_SDFFCE_PP0P_
PD cells: 59.2 mW/mm^2
Biggest area cells: edfxtp_1 77%, mux4_2 12%, mux2i_1 3.0%, nor2_1 1.5%, o22ai_1 0.69%
Critical Path AT: 9660 ps
Horiz. Die Dim: 407 microns
Worst-Skew Late Latency: 840 ps
-- cells in the mapped netlist, types with 8 or more instances --
| cell | number |
|---|---|
| a211oi_1 | 35 |
| a21oi_1 | 56 |
| nor2_1 | 320 |
| mux4_2 | 425 |
| buf_6 | 42 |
| nor3_1 | 24 |
| clkbuf_1 | 113 |
| buf_1 | 11 |
| or3_1 | 9 |
| buf_4 | 23 |
| nand3_1 | 36 |
| nand4_1 | 13 |
| inv_1 | 18 |
| mux2i_1 | 249 |
| a221oi_1 | 8 |
| o221ai_1 | 51 |
| buf_2 | 36 |
| and2_1 | 22 |
| nand2_1 | 89 |
| edfxtp_1 | 2094 |
| nor4_1 | 15 |
| a22oi_1 | 40 |
| dfxtp_1 | 11 |
| o22ai_1 | 91 |
| ha_1 | 15 |
| nor2b_1 | 10 |
| o21ai_0 | 32 |
| a2111oi_0 | 25 |
-- layout make-up --
| class | count | area (sq um) |
|---|---|---|
| well taps | 2175 | 2720 |
| fillers | 11917 | 70900 |
| repair buffers | 153 | 1280 |
| clock inverters | 156 | 1840 |
| multi-input cells | 1655 | 17600 |
| flip-flops and latches | 2109 | 63200 |
| clock buffers | 238 | 5320 |
| inverters | 19 | 76.3 |
-- worst max-delay path: cells and delay by family --
kind,cells,cell delay [ps]
and+or+nand+nor,6,1950
buffers and inverters,2,1210
-- metal layers --
layer / vias up / wire, microns
met5: - / 797
met4: 20 / 8720
met3: 399 / 42900
met2: 3234 / 103000
met1: 20311 / 70100
li1: 16981 / -
-- how the worst max path moves through the flow --
| stage | startpoint | end | slack (ps) | depth (start not counted) |
|---|---|---|---|---|
| after CTS | rst_n | ram.mem[57][3]$_DFFE_PP_ | 23190 | 8 |
| after global routing | rst_n | ram.mem[105][0]$_DFFE_PP_ | 22900 | 8 |
| final | rst_n | ram.mem[105][0]$_DFFE_PP_ | 23120 | 8 |
-- through the flow --
step | utilization [%] | hold slack [ps] | worst slack (ps)
after global placement | 52.1 | 439 | 22320
final | 56.5 | 453 | 23120
after CTS | 56.5 | 456 | 23190
after detailed placement | 52.1 | 441 | 22330
after floorplan | - | 420 | 24100
after global routing | 56.5 | 471 | 22900
-- flip-flops by register name, indices dropped and copies added (netlist names), 3 cells and up --
register / flops
spi.ns: 3
ram.dout: 8
spi.cs: 3
spi.rx_data: 10
spi.counter_down: 4
ram.mem: 2048
ram.ADDR_write: 8
spi.counter_up: 4
ram.ADDR_read: 8
spi.shift_reg_parallel: 10
-- kinds of logic after synthesis --
kind of cell	share of synthesized area (%)
latches	0.0731
fa+ha+maj	0.228
compound gates	3.26
xor+xnor	0.0746
buf+inv	1.78
simple gates	3.10
mux	14.7
flops	76.8
-- power groups by stage --
stage                 sequential [uW]  clock [uW]  combinational [uW]
final                            2960        2480                11.3
after global routing             2960        2610                12.1
after CTS                        2960        2510                11.2
Power figures rest on the tool's default switching activity, not on a simulated workload.
